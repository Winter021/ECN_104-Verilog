### design.v
module parityBits( inputSignal , evenParity , oddParity);
input [31:0]inputSignal ;
output evenParity;
output oddParity;
assign evenParity = ^inputSignal;
assign oddParity  = ~evenParity;
endmodule
### run.sh
#!/bin/bash
# OpenROAD 26Q1-2900-gdf79404cd8, Yosys 0.63+post, stock flow scripts
make -C /OpenROAD-flow-scripts/flow DESIGN_CONFIG=/design/flow/config.mk WORK_HOME=/design/flow/orfs finish
### config.mk
export PLATFORM = sky130hd
export DESIGN_NAME = parityBits
export DESIGN_NICKNAME = parityBits
export VERILOG_FILES = /design/flow/design.v
export SDC_FILE = /design/flow/constraint.sdc
export NUM_CORES = 4
export LEC_CHECK = 1
export CORE_AREA = 10 10 70 70
export DIE_AREA = 0 0 80 80
### constraint.sdc
current_design parityBits

set clk_period 1.6
set clk_io_pct 0.2

create_clock -name clk0 -period $clk_period

set non_clock_inputs [all_inputs -no_clocks]
set_input_delay [expr $clk_period * $clk_io_pct] -clock clk0 $non_clock_inputs
set_output_delay [expr $clk_period * $clk_io_pct] -clock clk0 [all_outputs]
==> results.py <==
# Physical implementation metrics
metrics = {
    "setup_path": {
        "worstSetupStartpointType": "input port",
        "maximum_fanout_along_the_worst_path": 2,
        "critical_path_class": "input port to primary output",
        "cp.required_ns": 1.28,
        "critPathArrivalTime_ns": 1.44,
        "endpoint_kind": "primary output",
    },
    "timing": {
        "whs_ns": 1.380,
        "finalHoldViolCount": 0,
        "fmax_mhz": 568.7,
        "tightest_slew_ns": 0.2736,
        "rsz0062_at_grt": "yes",
        "setup_viol": 2,
        "portion_of_the_clock_cycle_consumed_by_the_worst_path_in_the_final_layout_pct": 109.9,
        "maxSlewHeadroom_pct": 81.63,
        "period_needed_ns": 1.758,
        "final-max-slew-violation-count": 0,
        "setup_slack_ns": -0.1585,
    },
    "finish": {
        "n_sequential_cell": 0,
        "layoutNonFillerInstCount": 113,
        "n_fill_cell": 383,
        "stdcell_area_um2": 737.0,
        "drive_above_1_share_pct": 77.61,
        "seqCellArea_um2": 0,
        "syn_to_final_growth_pct": 162.9,
        "nClkBuffers": 0,
    },
    "pwr": {
        "powerDensity_mw_per_mm2": 678.6,
        "post-layout-total-power_mw": 0.5001,
        "power.share.switching_pct": 34.26,
        "netSwitchingPower_mw": 0.1714,
        "comb_power_share_pct": 100.0,
        "seq_power_share_pct": 0,
        "power.share.clock_pct": 0,
        "max-vdd-ir-drop_mv": 0.1268,
        "internal_power_mw": 0.3287,
        "p_leak_nw": 0.3369,
    },
    "outcome": {
        "run_status": "complete, but fails checks",
        "failed_checks": "negative setup slack",
    },
    "run": {
        "max-cap-violations": 0,
        "count_of_warning_messages_emitted_by_the_tools": 34,
    },
    "floorplanning": {
        "core_area_mm2": 0.003416,
        "floorplan.initialDensity_pct": 8.205,
        "chipHeight_um": 80,
        "ioPinCount": 34,
        "num_rows": 21,
        "chip_area_mm2": 0.006400,
        "die-width_um": 80,
    },
    "global_routing": {
        "first_pass_grt_wire_length_um": 1600,
        "grt_start_max_net_pins": 3,
        "grt_antenna_before_repair": 0,
        "number_of_global_route_vias_before_repair": 354,
        "grt.overflow.total": 0,
        "grt_use_total_pct": 2.897,
    },
    "synth": {
        "synth.largest_area_cell": "sky130_fd_sc_hd__xnor2_1",
        "synthDominantCellAreaShare_pct": 87.50,
        "seq_area_frac_synth_pct": 0,
        "yosys-stat-cells": 32,
        "synth-area-yosys_um2": 280.3,
        "ys.warnings.count": 0,
        "synth.top_cells.by_area": "sky130_fd_sc_hd__xnor2_1 (88%), sky130_fd_sc_hd__xor2_1 (13%)",
        "synth.cell_area_um2": 280.3,
        "post_synth_cell_types": 2,
        "post_synth.cell_area_avg_um2": 8.758,
        "synthCells": 32,
        "ys_top_cells_by_count": "sky130_fd_sc_hd__xnor2_1 (28), sky130_fd_sc_hd__xor2_1 (4)",
        "most_common_cell": "sky130_fd_sc_hd__xnor2_1",
    },
    "place": {
        "placed_area_um2": 678.2,
        "placement.io_buffers": 34,
        "gpl_wtd_cong": 0.6390,
        "dpl.cell_count": 112,
    },
    "min_path": {
        "worst_hold_path.endpoint": "evenParity",
        "hold-path-cell-count": 7,
        "worst_hold_startpoint": "inputSignal[5]",
        "worst_hold_path_type": "input port to primary output",
    },
    "detailed_routing": {
        "drt_iter0_markers": 9,
        "route.vias.total": 321,
        "antenna_cells": 0,
        "finalWirelength_um": 1028,
        "mean_number_of_vias_per_cell": 2.841,
        "drc_viols": 0,
        "drtAntennaViolNets": 0,
        "wl_per_cell_um": 9.097,
        "drt_first_pass_iters": 2,
    },
    "clock_network": {
        "cts_hold_repair.buffers": 0,
    },
}
timing repair:
item                                    in CTS  in global routing
buffers inserted                             1                  0
pin swaps                                   32                  8
resized                                    146                  8
endpoints found under the setup margin       2                  2
layout by cell type, fill, tap and decap left out:
master,instances
sky130_fd_sc_hd__xnor2_1,12
sky130_fd_sc_hd__xor2_2,1
sky130_fd_sc_hd__xor2_1,3
sky130_fd_sc_hd__buf_4,1
sky130_fd_sc_hd__xnor2_2,16
sky130_fd_sc_hd__buf_6,15
sky130_fd_sc_hd__buf_2,19
power by group through the flow:
stage	registers (mW)	clock network, mW	logic [mW]
4_1_cts	0	0	0.446
6_report	0	0	0.500
5_1_grt	0	0	0.552
worst max-delay path, cell delays in order:
cell and delay (ns):
sky130_fd_sc_hd__buf_2 0.11, sky130_fd_sc_hd__xnor2_2 0.13, sky130_fd_sc_hd__xnor2_1 0.19, sky130_fd_sc_hd__xnor2_1 0.16
sky130_fd_sc_hd__xnor2_1 0.14, sky130_fd_sc_hd__buf_4 0.14, sky130_fd_sc_hd__xor2_1 0.13, sky130_fd_sc_hd__buf_2 0.11
area by class of cell:
class,instances,area (um2),share of cell area (%)
multi-input combinational,32,407.9,55.35
tap,46,57.56,7.810
timing repair buffer,35,271.5,36.84
worst max path at each step:
stage          startpoint  slack [ns]   endpoint
6_report  inputSignal[24]       -0.16  oddParity
4_1_cts   inputSignal[21]       -0.16  oddParity
5_1_grt    inputSignal[9]       -0.26  oddParity
routing by layer:
metal	share of wire, %	vias to the layer above	global-route usage [%]
li1	-	165	-
met1	29	154	2.798
met2	68	2	6.501
met3	2.7	0	0.2273
met4	0	0	0
met5	0	-	0
cells by family (layout without fill, tap and decap cells):
logic type                after synthesis  count (layout)  synth area share, %
xor gates and xnor gates               32              32                100.0
buffers and inverters                   0              35                    0
per-stage QoR:
stage | util (%) | setup slack [ns] | TNS [ns]
final | 21.58 | -0.1585 | -0.2731
after global routing | 21.58 | -0.2584 | -0.4661
after CTS | 19.93 | -0.1601 | -0.2940
after detailed placement | 19.85 | -0.9137 | -1.809
after global placement | 19.85 | -0.9023 | -1.792
after floorplan | - | 0.1641 | 0
Power and IR drop assume default switching activity.
