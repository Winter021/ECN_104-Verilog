==> design/flow/design.v <==
module multiplier(inputSignal ,result);
input [31:0]inputSignal;
output[31:0]result;
wire[31:0]temp1;
wire[31:0]temp3;
assign temp1 = inputSignal<<1;
assign temp3 = inputSignal<<3;
assign result = temp1 + temp3 ;
endmodule 
==> design/flow/run.sh <==
#!/bin/bash
# OpenROAD 26Q1-2900-gdf79404cd8, Yosys 0.63+post, stock flow scripts
make -C /OpenROAD-flow-scripts/flow DESIGN_CONFIG=/design/flow/config.mk WORK_HOME=/design/flow/orfs finish
==> design/flow/config.mk <==
export PLATFORM = sky130hd
export DESIGN_NAME = multiplier
export DESIGN_NICKNAME = multiplier
export VERILOG_FILES = /design/flow/design.v
export SDC_FILE = /design/flow/constraint.sdc
export NUM_CORES = 4
export LEC_CHECK = 1
export CORE_AREA = 10 10 84 84
export DIE_AREA = 0 0 94 94
==> design/flow/constraint.sdc <==
current_design multiplier

set clk_period 10.6
set clk_io_pct 0.2

create_clock -name clk0 -period $clk_period

set non_clock_inputs [all_inputs -no_clocks]
set_input_delay [expr $clk_period * $clk_io_pct] -clock clk0 $non_clock_inputs
set_output_delay [expr $clk_period * $clk_io_pct] -clock clk0 [all_outputs]
==> impl_metrics.tcl <==
# yosys + openroad results
set metrics [dict create \
    worst-endpoint-required_ps 8480 \
    setup_viol 0 \
    synth_top_cell_by_count "ha_1" \
    setup_tns_ps 0 \
    antenna_cells 0 \
    port_buffers 62 \
    post-place-ws_ps 3310 \
    slowest_stage "clkdlybuf4s50_1" \
    max_clock_freq_ghz 0.138 \
    ys_sh_simple 0.187 \
    slowest_delay_ps 490 \
    yosysCellCount 227 \
    critical_path.max_fanout 5 \
    grt_pass1_wl_microns 8670 \
    xor_area_frac 0.135 \
    nClkBuffers 0 \
    fp-utilization 0.311 \
    fin_crit_ps 7270 \
    grt_pass1_vias 1858 \
    ys_types 45 \
    cts_setup_buffers 0 \
    hold_class "in -> out" \
    yosys_warnings 0 \
    cp.buffers_inverters 2 \
    ctsHoldBuffers 0 \
    arrival_ps 5150 \
    topCellsByArea "ha_1 (22%), a21oi_1 (7.7%), xor2_1 (7.0%)" \
    ys_sh_aoi 0.391 \
    fill_cells 566 \
    cp_common_cell "clkdlybuf4s50_1" \
    synth_seq_share 0 \
    worstSetupStartpointType "input pin" \
    dr.pass1.iters 6 \
    netlist_instances 227 \
    synth_area_per_cell_sq_um 7.12 \
    crit_family "AND-OR/OR-AND gates" \
    adder_share 0.229 \
    routed-via-count 1839 \
    syn_area_sq_um 1620 \
    period_used_share 0.686 \
    hold-worst-slack_ps 5080 \
    worst_pin_slew_ps 634 \
    common_cells "ha_1 (28), a21oi_1 (25), nand2_1 (23)" \
    yosysTopAreaCell "ha_1" \
    vdd_ir_drop_max_mv 0.0281 \
    core-area_sq_um 5200 \
    areaGrowthSynthToFinish_pct 39.6 \
    run_status "complete, no violations" \
    setup_ws_ps 3330 \
    power.density_nw_per_um2 70.0 \
    drive_gt1_frac 0.0145 \
    ios 64 \
    rsz0062_at_grt "false" \
    die_x_microns 94 \
    cts_resized 0 \
    p_leak_uw 0.000931 \
    ant_nets 0 \
    drt_iter0_drc 108 \
    maxCapViolations 0 \
    overflow 0 \
    post_drt_wl_per_cell_microns 14.7 \
    worst_setup_path_end_kind "output port" \
    die_h_microns 94 \
    antenna_found_initial 0 \
    maxSlewHeadroom 0.572 \
    drt-vias-per-instance 5.33 \
    worstPathCellList "clkdlybuf4s50_1 > ha_1 > fa_1 > a211o_1 > a211oi_4 > o31ai_4 > a21o_1 > a311oi_2 > xnor2_1 > clkdlybuf4s50_1" \
    yosys_area_sq_um 1620 \
    row_count 26 \
    crit_type "in -> out" \
    grt_use_total 0.114 \
    ys_top_logic_family "AND-OR/OR-AND gates" \
    mux_share 0.00619 \
    remaining_drc_errors 0 \
    gp_congestion 0.883 \
    drv_slew 0 \
    seq_area_sq_um 0 \
    yosysTopAreaCellShare 0.217 \
    grt_max_degree 13 \
    hold_violations 0 \
    design.seq.count 0 \
    tool_warnings 33 \
    wirelength_microns 5060 \
    dp_hpwl_microns 4450 \
    chip_area_sq_um 8840 \
]
worst paths after layout:
| check | startpoint | endpoint | cells after the start |
|---|---|---|---|
| worst min-delay path | inputSignal[0] | result[1] | 2 |
| worst max-delay path | inputSignal[0] | result[25] | 10 |
stage by stage:
step	power [uW]	instances	utilization	instance area (sq um)
2_1_floorplan	80.8	227	-	1620
3_3_place_gp	161	345	0.434	2260
3_5_place_dp	160	345	0.434	2260
4_1_cts	161	345	0.434	2260
5_1_grt	178	345	0.434	2260
6_report	158	345	0.434	2260
final cells by class:
type               instances  area [sq um]  area share
inverters                  3          11.3     0.00499
multi-input cells        210          1540       0.681
well taps                 70          87.6      0.0388
repair buffers            62           621       0.275
report_power, final:
part / total, uW / internal [uW] / switching (uW)
clock: 0 / 0 / 0
combinational: 158 / 90.5 / 67.5
sequential: 0 / 0 / 0
total: 158 / 90.5 / 67.5
layout by cell type, fill, tap and decap left out, types with 2 or more instances in the layout:
master,synthesis,layout
a211o_1,2,2
a211oi_1,4,4
a21o_1,14,14
a21oi_1,25,25
a31oi_1,5,5
clkdlybuf4s50_1,0,62
ha_1,28,28
inv_1,3,3
nand2_1,23,23
nand3_1,4,4
nand4_1,10,10
nor2_1,13,13
nor3_1,5,5
nor4_1,2,2
o2111ai_1,2,2
o211ai_1,3,3
o21a_1,4,4
o21ai_0,12,12
o21ai_1,2,2
o21bai_1,2,2
o221ai_1,2,2
o31ai_1,3,3
or3_1,2,2
xnor2_1,12,12
xor2_1,13,13
metal layers:
metal / wire length, microns / vias to the layer above / GRT usage
li1: - / 974 / -
met1: 2380 / 825 / 0.159
met2: 2320 / 38 / 0.185
met3: 330 / 2 / 0.0226
met4: 23 / 0 / 0.00759
met5: 0 / - / 0
cells by family after synthesis:
family	after synthesis
xor+xnor	25
buf+inv	17
compound gates	90
other cells	1
simple gates	64
mux	1
fa+ha+maj	29
Power and IR drop assume default switching activity.
